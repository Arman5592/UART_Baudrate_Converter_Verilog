## design/flow/constraint.sdc

```tcl
current_design uart_tx

set clk_period 4.0
set clk_io_pct 0.2

create_clock -name clk0 -period $clk_period [get_ports {clk}]

set non_clock_inputs [all_inputs -no_clocks]
set_input_delay [expr $clk_period * $clk_io_pct] -clock clk0 $non_clock_inputs
set_output_delay [expr $clk_period * $clk_io_pct] -clock clk0 [all_outputs]
```

## design/flow/run.sh

```bash
#!/bin/bash
# OpenROAD 26Q1-2900-gdf79404cd8, Yosys 0.63+post, stock flow scripts
make -C /OpenROAD-flow-scripts/flow DESIGN_CONFIG=/design/flow/config.mk WORK_HOME=/design/flow/orfs finish
```

## design/flow/design.v

```verilog
module uart_tx #(parameter bd_divider=2500) 
				   (input wire clk, input wire [7:0] data_in, 
					 input wire in_ready, output reg tx);
 reg [2:0] state = 3'b000, next_state;
 reg [3:0] data_index = 0;
 reg [15:0] clk_count = 0;
 reg [7:0] current_data = 0;
always @(posedge clk) 
begin
  next_state <= 3'b000;
  case (state)
		3'b000:begin
			 clk_count <= 'b0;
			 data_index <= 'b0;
			 tx <= 1'b1;
			 if (in_ready == 1'b1) begin
				  current_data <= data_in;
				  next_state <= 3'b010;
			 end
			 else begin
				  next_state <= 3'b000;
			 end
		end
		3'b010: begin
			 tx <= 1'b0;
			 if(clk_count < bd_divider-1'b1) begin
				  clk_count <= clk_count + 1'b1;
				  next_state <= 3'b010;
			 end
			 else begin
				  clk_count <= 'b0;
				  next_state <= 3'b001;
			 end
		end
		3'b001:begin
			 tx <= current_data[data_index];
			 if(clk_count < bd_divider-1'b1)begin
				  clk_count <= clk_count + 1'b1;
				  next_state <= 3'b001;
			 end
			 else begin
				  clk_count <= 'b0;
				  if (data_index < 3'd7)begin
						data_index <= data_index + 1'b1;
						next_state <= 3'b001;
				  end
				  else begin
						data_index <= 'b0;
						next_state <= 3'b100;
				  end
			 end
		end
		3'b100:begin
			 tx <= 1'b1;
			 if(clk_count < bd_divider-1'b1)begin
				  clk_count <= clk_count + 1'b1;
				  next_state <= 3'b100;
			 end
			 else begin
				  clk_count <= 'b0;
				  next_state <= 3'b000;
			 end
		end
		default: begin
			 next_state <= 3'b000;
		end
  endcase
end
always @(*)
begin
	state <= next_state;
end
endmodule
```

## design/flow/config.mk

```make
export PLATFORM = sky130hd
export DESIGN_NAME = uart_tx
export DESIGN_NICKNAME = uart_tx
export VERILOG_FILES = /design/flow/design.v
export SDC_FILE = /design/flow/constraint.sdc
export NUM_CORES = 4
export LEC_CHECK = 1
export CORE_UTILIZATION = 30
```

==> out/highlights.md <==
• **most instantiated flip-flop cell in the synthesis netlist** edfxtp_1
• **share of Yosys cell area claimed by the top area cell type** 58.3%
• **largest cells by area after synthesis** edfxtp_1 (58%), nor2_1 (5.0%), dfxtp_1 (4.0%), mux4_1 (3.5%), xnor2_1 (2.9%)
• **outcome** complete, no violations
• **Post-CTS Setup Inserts** 0
• **unrepaired setup endpoints after global routing** false
• **core region area** 0.00475 mm^2
• **Critical Path Source Type** register
• **violation count after the first detailed-route iteration** 54
• **insertion delay to the later sink of the worst-skew pair** 280 ps
• **Total Neg Setup Slack** 0 ps
• **yosys stat area** 0.00149 mm^2
• **DRC** 0
• **total of endpoints with negative setup slack in the final report** 0
• **GRT Overall Usage** 9.95%
• **Final Max-Slew Violation Tally** 0
• **cell total in the yosys stat output** 117
• **post-synthesis instance area** 0.00149 mm^2
• **final worst path period share** 52.6%
• **share of final-layout standard cells stronger than drive strength 1** 10.3%
• **total via count in the routed design** 948
• **area of the multi-input gates** 533 um^2
• **number of inserted diodes** 0
• **first-pass iteration count of the detailed router** 4
• **post-synth top area cell** edfxtp_1
• **count of flip-flops with a built-in enable after synthesis** 29
• **largest fanout on the critical path** 5
• **time the final worst path needs with I/O delays and setup** 2110 ps
• **number of buffers created by CTS** 5
• **flip-flop and latch count after synthesis** 32
• **IR drop worst, VDD** 370 uV
• **initial standard-cell utilization of the core** 31.4%
• **P_leak** 0.000607 uW
• **maximum clock frequency** 475 MHz
• **CTS Hold Buffers Added** 0
• **clk slew on worst S/H paths** 70 ps
• **clock sink total** 32
• **Port Buffers** 10
• **data arrival time of the critical path** 2020 ps
• **deepest level of the CTS H-tree** 2
• **maximum number of pins on one net before global-route repair** 17
• **category of the worst setup path capture point** register
• **post-synthesis instance total** 117
• **vertical die dimension** 72.5 um
• **routed wire length per instance** 11.0 um
• **footprint of the flip-flops and latches** 931 um^2
• **async set-reset flop share out of synthesis** 0%
• **number of synthesis warnings** 1
• **crit path kind** register to register
• **ANT nets after route** 0
• **die area** 0.00526 mm^2
• **# rows** 25
• **worst-margin pin slew** 547 ps
• **count of instances resized after the clock tree is built** 0
• **warning total across the stage logs** 25
• **tally of filler cells in the layout** 470
• **class of the most critical hold timing path** register to register
• **endpoints failing hold** 0
• **DP Worst Slack** 1940 ps
• **Clock Path Buffers** 2
• **total length of routed wires** 2230 um
• **antenna violations before repair** 0
• **post-synthesis sequential area ratio** 62.4%
• **clock tree root driver cell** clkbuf_8
• **Avg Inst Size Synth** 12.8 um^2
• **largest clock skew in the final design** 4.84 ps
• **TritonCTS clock tree** yes
• **wire length of the first global-routing pass** 3910 um
• **Boundary Pins** 11
• **total global routing overflow** 0
• **top-count cell post-synth** edfxtp_1
• **via count of the first global-routing pass** 867
• **Synth-to-Final Area Change** 19.4%
• **die extent in x** 72.5 um
• **most frequent cells after synthesis** edfxtp_1 (29), nor2_1 (20), nand2_1 (6), xnor2_1 (5), xor2_1 (5)
• **power density relative to cell area** 652 mW/mm^2
• **post-DR vias/cell** 4.67
• **minimum hold slack** 595 ps
• **Netlist cell types** 36
• **number of maximum-capacitance constraint violations** 0
• **final weighted congestion in routability-driven placement** 0.818
• **worst slew margin relative to its limit** 63.2%
• **HPWL reported at the end of detailed placement** 1530 um
• **worst endpoint required time** 3920 ps
• **min setup slack post-route** 1890 ps
## stage by stage
step | total power [uW] | instance area (um^2) | cells | util (%)
CTS | 1170 | 1780 | 203 | 37.5
floorplan | 790 | 1500 | 120 | -
detailed placement | 865 | 1670 | 195 | 35.1
global route | 1240 | 1780 | 203 | 37.5
finish | 1160 | 1780 | 203 | 37.5
global placement | 857 | 1670 | 195 | 35.1
## cells in the final DEF, fill, tap and decap left out, drive strengths merged, types with 3 or more instances in the layout
cell            n
nor2           20
xor2            5
dfxtp           3
clkdlybuf4s50  10
nand2           6
nand3           4
o21ai           3
and3            3
conb            4
a21oi           4
nand4           4
edfxtp         29
xnor2           5
clkbuf          5
nor3            3
## kinds of logic after synthesis
logic type / synth area share [%]
muxes: 4.27
and+or+nand+nor: 16.8
AOI/OAI and AO/OA: 6.12
DFF: 62.4
xor gates and xnor gates: 5.87
adders and majority gates: 1.68
buffers and inverters: 2.68
other: 0.251
## worst max-delay path: stages, from the launching register on
cell and delay (ps):
edfxtp_1 400, ha_1 250, nor4_2 60, a211oi_1 380, nor2_1 170, a21boi_0 500
## report_power, final
| part | leakage [uW] | switching [uW] | internal, uW | total [uW] |
|---|---|---|---|---|
| Clock | 0.0000541 | 117 | 184 | 302 |
| Sequential | 0.000336 | 105 | 501 | 606 |
| Combinational | 0.000216 | 131 | 123 | 253 |
## per-layer routing
metal | global-route usage (%) | wire [um]
met1 | 16.8 | 1130
met2 | 13.9 | 919
met3 | 2.54 | 128
met4 | 1.74 | 48
met5 | 0 | 0
## path summary, 6_finish.rpt
check	startpoint	to	slack [ps]	cells past startpoint
worst max-delay path	clk_count[0]	data_index[1]	1890	5
worst max register to register	clk_count[0]	data_index[1]	1890	5
worst min-delay path	next_state[1]	next_state[0]	590	2
worst min register to register	next_state[1]	next_state[0]	590	2
## state kept, by name, summed over array words and instances, names as in the netlist
signal / flops
current_data: 8
tx: 1
next_state: 3
data_index: 4
clk_count: 16
## area by class of cell
type                       count  area share (%)
clock buffer                   5            3.86
clock inverter                 3            2.39
inverter                       2           0.421
multi-input combinational     82            29.9
sequential                    32            52.2
tap                           67            4.71
timing repair buffer          12            6.46
Power figures rest on the tool's default switching activity, not on a simulated workload.
