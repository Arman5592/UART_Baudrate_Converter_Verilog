$ cat flow/run.sh
#!/bin/bash
# OpenROAD 26Q1-2900-gdf79404cd8, Yosys 0.63+post, stock flow scripts
make -C /OpenROAD-flow-scripts/flow DESIGN_CONFIG=/design/flow/config.mk WORK_HOME=/design/flow/orfs finish
$ cat flow/design.v
module uart_rx #(parameter bd_divider=2500)
					(input wire clk, input wire rx, output reg done, 
					 output wire [7:0] data_r);
reg data_in = 1'b1;  
reg data_current = 1'b1;  
reg [11:0] clock_count = 'b0;  
reg [7:0] data = 'b0;	 
reg [2:0] data_index = 'b0;  
reg [2:0] machine_state = 'b0;  
assign data_r = data;
always @ (posedge clk)
begin
	data_in <= rx;
	data_current <= data_in;
	case(machine_state)
	3'b000: 
	begin
		done <= 'b0;
		clock_count <= 'b0;
		data_index <= 'b0;
		if(data_current == 1'b0) 
			machine_state <= 3'b001;
		else
			machine_state <= 3'b000;
	end
	3'b001: 
	begin
		if(clock_count == (bd_divider-1)/2)
		begin
			if(data_current == 1'b0)
			begin
				clock_count <= 3'b000;	 
				machine_state <= 3'b010;
			end
			else
				machine_state <= 3'b000; 
		end
		else
		begin
			clock_count <= clock_count + 1'b1;
			machine_state <= 3'b001;
		end
	end
	3'b010: 
	begin
		if(clock_count < bd_divider-1)
		begin
			clock_count <= clock_count + 1'b1;
			machine_state <= 3'b010;
		end
		else
		begin
			clock_count <= 3'b000;  
			data[data_index] <= data_current;
			if(data_index < 7)
			begin
				data_index <= data_index + 1'b1;
				machine_state <= 3'b010;
			end
			else
			begin
				data_index <= 'b0;
				machine_state <= 3'b011;
			end
		end
	end
	3'b011: 
	begin
		if(clock_count < bd_divider-1)
		begin
			clock_count <= clock_count + 1'b1;
			machine_state <= 3'b011;
		end
		else
		begin
			done <= 1'b1;
			clock_count <= 3'b000;
			machine_state <= 3'b100;
		end
	end
	3'b100: 
	begin
		machine_state <= 3'b101;
		done <= 1'b0;
	end
	3'b101: 
	begin
		machine_state <= 3'b000;
		done <= 1'b0;
	end
	default:
	begin
		machine_state <= 3'b000;
	end
	endcase
end
endmodule
$ cat flow/constraint.sdc
current_design uart_rx

set clk_period 3.2
set clk_io_pct 0.2

create_clock -name clk0 -period $clk_period [get_ports {clk}]

set non_clock_inputs [all_inputs -no_clocks]
set_input_delay [expr $clk_period * $clk_io_pct] -clock clk0 $non_clock_inputs
set_output_delay [expr $clk_period * $clk_io_pct] -clock clk0 [all_outputs]
$ cat flow/config.mk
export PLATFORM = sky130hd
export DESIGN_NAME = uart_rx
export DESIGN_NICKNAME = uart_rx
export VERILOG_FILES = /design/flow/design.v
export SDC_FILE = /design/flow/constraint.sdc
export NUM_CORES = 4
export LEC_CHECK = 1
export CORE_UTILIZATION = 30
==> summary.txt <==
Notes from the flow run.

Detailed routing:
- The run gives the via total after detailed routing as 1062.
- Per the post-route antenna check, the number of violating nets is 0.
- The run puts the number of antenna repair diodes at 0.
- The pre-antenna-repair detailed-routing pass consisted of 4 iterations.
- The run puts the routed via count divided by cell count at 4.76.
- The run gives the final routed wire length divided by cell count as 11.4 um.
- The run puts the post-detailed-routing wire length at 2.53 mm.
- The run puts the post-detailed-route DRC marker count at 0.
- The run gives the detailed router's first-iteration violation count as 77.

Pwr:
- The run gives the power density of the placed cells as 431 nW/um^2.
- The run gives the leakage power summed over all cells as 0.681 nW.
- Looking at the power breakdown, the clock network takes 48.5% of the total.
- The run gives the largest vdd supply drop as 0.000292 V.
- The run gives the sequential share of power as 51.2%.
- The script extracted a net switching power of 0.000134 W.
- The run gives the power share of the combinational group as 0.3%.
- The run puts the switching share of power at 16.9%.
- In the power breakdown, the internal column shows 0.000659 W.

Synthesis:
- The run gives the count of different cell masters after synthesis as 37.
- The run puts the number of cell instances after yosys synthesis at 141.
- The run puts the netlist area before placement at 1560 sq um.
- The run gives the primary flip-flop cell chosen by synthesis mapping as sky130_fd_sc_hd__edfxtp_1.
- The run gives the number of synthesized flops with an enable pin as 24.
- Sorting the Yosys area breakdown by cell type puts at the top sky130_fd_sc_hd__edfxtp_1.
- The run puts the post-synthesis chip area from yosys at 1560 sq um.
- The run puts the sequential-to-total area share from yosys stat at 52.7%.
- The run puts the synthesized area per cell at 11.0 sq um.
- The post-synth register bit count is 29.
- The run gives the yosys warning tally as 1.
- The synthesized instance count is 141.
- The run gives the fraction of registers with async set or reset after synthesis as 0%.
- For reference, the top cells by area after synthesis are sky130_fd_sc_hd__edfxtp_1 46%, sky130_fd_sc_hd__dfxtp_1 6.4%, sky130_fd_sc_hd__nor2_1 5.5%, sky130_fd_sc_hd__xor2_1 5.1%, sky130_fd_sc_hd__ha_1 4.8%.
- In this run the biggest area consumer among cell types represents 46.3% of the synthesized area.

Floorplanning:
- The run puts the share of the core filled by cells before placement at 32.1%.
- The initialized floorplan defines 25 standard-cell rows.
- For this design the top-level I/O count stands at 11.
- The floorplan step set the die width to 74.1 um.
- From bottom edge to top edge, the die measures 74.1 um.
- The run puts the area of the core region at 4850 sq um.
- The chip occupies 5480 sq um.

Timing:
- The run puts the ratio of final minimum period to clock period at 64.1%.
- The run puts the transition time of the tightest slew-check pin at 0.674 ns.
- Setup repair after global routing left no endpoint under its margin.
- The run puts the total count of hold-check failures in the final report at 0.
- The run gives the final count of pins violating max slew as 0.
- The run gives the shortest period the worst path allows as 2.05 ns.
- The run puts the final total negative setup slack at 0 ns.
- The run gives the highest achievable clock rate as 487 MHz.
- In the final report, the number of endpoints failing setup comes to 0.
- The run gives the clock tree skew after final layout as 0.00873 ns.
- The slew check shows that the tightest pin keeps a relative margin of 54.9%.
- Setup slack on the critical path of the routed design comes to 1.15 ns.

Flow run:
- The run puts the max capacitance violation total at 0.
- The run gives the total tool warning count as 29.

Placement:
- The run gives the HPWL after detailed placement as 1.74 mm.
- The run puts the number of I/O port buffers at 10.
- The run puts the worst slack at placement at 1.17 ns.
- Per the gpl log, the routability congestion estimate is 0.837.

Global routing:
- The run puts the overall routing resource usage at 10.4%.
- The first global-routing pass estimated 4.37 mm of wire.
- Looking at the global route congestion table, the highest-usage layer is met2.
- The run puts the aggregate global routing overflow at 0.
- The run puts the met3 usage in global routing at 3.16%.
- The run puts the largest net degree at the start of global routing at 13.
- The run gives the met2 usage in global routing as 16.3%.
- The run puts the met1 routing resource usage after global routing at 15.3%.
- The number of antenna violations at the first check in global routing came to 0.
- The run gives the via count of the first global-routing pass as 1000.

Clocking:
- The run puts the setup fix buffers added after clock tree synthesis at 0.
- The run gives the CTS tree as yes.
- The run gives the cell at the root of the clock tree as sky130_fd_sc_hd__clkbuf_8.
- The clock tree has to reach 29 sinks.
- CTS added clock buffers totalling 5.
- The clock passes through at most 2 buffers.
- After clock tree synthesis, the repair step resized 0 gates.
- The run puts the worst-skew pair later-pin latency at 0.28 ns.
- The run puts the H-tree depth reported by CTS at 2.
- The run puts the post-cts hold buffer count at 0.
- The timing report gives the clock slew at the launch and capture registers of the worst setup and hold paths as 0.06 ns.

Setup path:
- The run gives the maximum net fanout on the critical path as 12.
- In the setup report, the worst path falls into the class flip-flop to flip-flop.
- The data required time reported for the critical path is 3.20 ns.
- The worst setup path is launched from a flip-flop.
- STA classifies the critical path endpoint as a flip-flop.
- The run gives the signal arrival time at the worst endpoint as 2.06 ns.

Cells and area:
- Between the synthesized netlist and the finished layout, the area growth was recorded as 18.3%.
- The run gives the layout cell share with drive strength beyond 1 as 14.1%.

Min path:
- In this run the worst hold path is classified as flip-flop to flip-flop.

Run status:
- The flow ran to the end, and the final reports show no timing, DRC or antenna violations.
## synth_stat cells, drive strengths merged, types with 2 or more instances
cell / count
o21ai: 6
a211oi: 2
a21oi: 2
nand4: 2
nor2: 23
clkbuf: 3
and4: 2
edfxtp: 24
xor2: 9
dfxtp: 5
a2bb2oi: 2
mux2: 4
nand2: 16
ha: 6
nand3: 8
xnor2: 3
o211ai: 2
inv: 5
## sequential cells by signal, indices dropped and copies added (netlist names)
name and count:
data_index 3, data_in 1, clock_count 12, machine_state 3, done 1, data 8, data_current 1
## cell families (layout without fill, tap and decap cells)
kind of cell,count (synthesis),in the layout,synth area share [%]
mux,4,4,2.89
flops,29,29,52.7
fa+ha+maj,6,6,4.82
buf+inv,9,24,2.65
compound gates,18,18,9.16
xor+xnor,12,12,6.75
simple gates,63,63,21.0
## layer usage
layer  share of wire [%]  up-vias
li1                    -      533
met1                  50      504
met2                  44       23
met3                 4.9        2
met4                0.75        0
met5                   0        -
## final cells by class
cell class / instances / area, sq um
flip-flops and latches: 29 / 821
inverters: 5 / 18.8
fillers: 450 / 3010
clock inverters: 1 / 30.0
well taps: 67 / 83.8
repair buffers: 11 / 108
clock buffers: 7 / 86.3
multi-input cells: 103 / 696
## worst max-delay path: stages, from the launching register on
cell and delay [ns]:
sky130_fd_sc_hd__edfxtp_1 0.45, sky130_fd_sc_hd__or3_4 0.45, sky130_fd_sc_hd__nor3_4 0.26, sky130_fd_sc_hd__a2bb2oi_2 0.50
sky130_fd_sc_hd__nor2_1 0.11
## power by group through the flow
stage | sequential (W) | clock, W | combinational, W
CTS | 0.000406 | 0.000395 | 0.00000254
global route | 0.000406 | 0.000411 | 0.00000296
finish | 0.000406 | 0.000385 | 0.00000250
## cells in the final DEF (no fill, tap or decap), types with 4 or more instances in the layout
| master | synthesis | final |
|---|---|---|
| sky130_fd_sc_hd__clkdlybuf4s50_1 | 0 | 10 |
| sky130_fd_sc_hd__o21ai_0 | 6 | 6 |
| sky130_fd_sc_hd__nand3_1 | 8 | 8 |
| sky130_fd_sc_hd__nand2_1 | 16 | 16 |
| sky130_fd_sc_hd__inv_1 | 5 | 5 |
| sky130_fd_sc_hd__clkbuf_8 | 0 | 6 |
| sky130_fd_sc_hd__nor2_1 | 23 | 23 |
| sky130_fd_sc_hd__ha_1 | 6 | 6 |
| sky130_fd_sc_hd__mux2_2 | 4 | 4 |
| sky130_fd_sc_hd__edfxtp_1 | 24 | 24 |
| sky130_fd_sc_hd__dfxtp_1 | 5 | 5 |
| sky130_fd_sc_hd__xor2_1 | 9 | 9 |
## path summary, 6_finish.rpt
kind	start	endpoint	slack, ns	depth (start not counted)
worst min-delay path	data_in	data_current	0.33	0
worst max register to register	clock_count[3]	clock_count[7]	1.15	4
worst min register to register	data_in	data_current	0.33	0
worst max-delay path	clock_count[3]	clock_count[7]	1.15	4
## metrics by stage
stage | hold WS [ns] | total power (W) | instances | cell area [sq um] | utilization [%]
after global routing | 0.337 | 0.000820 | 223 | 1840 | 38.0
after detailed placement | 0.312 | 0.000417 | 215 | 1730 | 35.6
after global placement | 0.310 | 0.000416 | 215 | 1730 | 35.6
after floorplan | 0.310 | 0.000415 | 141 | 1560 | -
after CTS | 0.328 | 0.000804 | 223 | 1840 | 38.0
final | 0.327 | 0.000794 | 223 | 1840 | 38.0
Power figures rest on the tool's default switching activity, not on a simulated workload.
